==> flow/design.v <==
module breath_led(clk,real_rst,led);
	input clk;              
	input real_rst;              
	output led;             
   wire rst;
	assign rst=~real_rst;
	reg [24:0] cnt1;        
	reg [24:0] cnt2;        
	reg flag;               
	parameter   CNT_NUM = 10000;	 
	always@(posedge clk or negedge rst) begin 
		if(!rst) begin
			cnt1<=13'd0;
			end 
                else begin
		     if(cnt1>=CNT_NUM-1) 
                        cnt1<=1'b0;
		     else 
                        cnt1<=cnt1+1'b1; 
                    end
		end
	always@(posedge clk or negedge rst) begin 
		if(!rst) 
			begin
			cnt2<=13'd0;
			flag<=1'b0;
			end 
      else
			begin
		   if(cnt1==CNT_NUM-1) 
				begin               
			   if(!flag) 
					begin                      
				   if(cnt2>=CNT_NUM-1)          
                                    flag<=1'b1;
					else
                                    cnt2<=cnt2+1'b1;
				   end 
			   else 
				begin                      
				if(cnt2<=0)                 
                                    flag<=1'b0;
				else 
                                    cnt2<=cnt2-1'b1;
			end
			end
                            else cnt2<=cnt2;               
			end
			end
	assign	led = (cnt1<cnt2)?1'b0:1'b1;
endmodule
==> flow/run.sh <==
#!/bin/bash
# OpenROAD 26Q1-2900-gdf79404cd8, Yosys 0.63+post, stock flow scripts
make -C /OpenROAD-flow-scripts/flow DESIGN_CONFIG=/design/flow/config.mk WORK_HOME=/design/flow/orfs finish
==> flow/config.mk <==
export PLATFORM = sky130hd
export DESIGN_NAME = breath_led
export DESIGN_NICKNAME = breath_led
export VERILOG_FILES = /design/flow/design.v
export SDC_FILE = /design/flow/constraint.sdc
export NUM_CORES = 4
export LEC_CHECK = 1
export CORE_UTILIZATION = 50
==> flow/constraint.sdc <==
current_design breath_led

set clk_period 8.1
set clk_io_pct 0.2

create_clock -name clk0 -period $clk_period [get_ports {clk}]

set non_clock_inputs [all_inputs -no_clocks]
set_input_delay [expr $clk_period * $clk_io_pct] -clock clk0 $non_clock_inputs
set_output_delay [expr $clk_period * $clk_io_pct] -clock clk0 [all_outputs]
==> Changelog: implementation <==
### Metrics

* N_diodes at 0
* Clock tree buffer depth at 2
* Relative slew slack at 0.562
* WP data arrival at 2.89 ns
* Hpwl dp at 5390 µm
* Synth Instances at 413
* 1st-pass router iterations at 4
* M1 GR Usage at 0.376
* DRC at 0
* Starting Density at 0.529
* Most common cell in the netlist: dfrtp_1
* Worst Path Required at 6.48 ns
* Core area at 6940 µm²
* Leak Pwr at 1.89 nW
* Share of cells above drive strength 1 at 0.0396
* Tmin final at 4.51 ns
* M3 GR Usage at 0.0239
* Yosys cell types at 46
* Clk latency of the worst-skew pair at 0.31 ns
* Clock Sinks at 51
* Global routing usage on met2 at 0.312
* Crit-path max FO at 4
* Worst-path clk slew at 0.10 ns
* Final worst slack at 3.59 ns
* ANT nets after route at 0
* # IOs at 3
* Synth flops at 51
* Highest clock rate at 0.222 GHz
* GRT overflow at 0
* Seq/Total Area, Yosys at 0.347
* Commonest cells in the netlist: dfrtp_1 (51), ha_1 (48), nand2_1 (39)
* Pwr per Cell Area at 122 nW/µm²
* Fin. max-slew vios at 0
* Die Wd at 87.7 µm
* Leading area contributor after synthesis: dfrtp_1
* Via Count at 2807
* CP endpoint kind: primary output
* Pre-CTS setup slack at 3.94 ns
* Gpl congestion at 0.893
* Async set-reset flop share out of synthesis at 1.00
* OpenROAD warning count at 25
* Outcome: finished, final reports clean
* Synth area leaders: dfrtp_1 (35%), ha_1 (16%), xor2_1 (5.0%), a21oi_1 (4.2%), nand2_1 (4.0%)
* H-tree Lvls at 2
* Max Cap Viol at 0
* Die Ht at 87.7 µm
* Setup_tns at 0 ns
* Post-CTS sizing at 0
* # rows at 30
* Layout area overhead at 8.21%
* YS warnings at 1
* Peak-usage layer in the global routing report: met1
* CP startpoint kind: register
* Total GRT Usage at 0.217
* I/O Buffers at 2
* Finished Core Util at 0.573
* DRT iter0 DRCs at 126
* Routed wire length at 7160 µm
* Chip area at 7700 µm²
* Largest net degree at the start of global routing at 52
* Hold Violations, Final at 0
* Final setup viols at 0
* Root Driver: clkbuf_8
* Post-synth EDFFs at 0
* Worst min-delay path class: reg2reg
* Synthesized area per cell at 8.90 µm²
* Final period util at 0.557
* Post-synthesis cell area at 3670 µm²
* Drt via density at 5.35
* YS chip area at 3670 µm²
* Pin slew with the least headroom to its limit at 0.658 ns
* Antenna violations before repair at 0
* Cts bufs inserted at 5
* Crit Path Class: reg2out
* Hold bufs inserted after CTS at 0
* First-pass GRT wire length at 12900 µm
* Top-area cell type share of the netlist area at 0.347
* Yosys Instances at 413
* Main flop type: dfrtp_1
* Layout Skew at 0.00703 ns
* CTS tree: built
* RSZ-0062 raised after global routing: false
* Vias in the first global route at 2727
* Wirelength per Cell at 13.6 µm
* Post-CTS Setup Inserts at 0
* Max VDD drop at 0.0000582 V
-- stage by stage --
| stage | instance area (µm²) | power [W] | instances | hold slack [ns] |
|---|---|---|---|---|
| after floorplan | 3710 | 0.000274 | 423 | 0.446 |
| after global placement | 3840 | 0.000279 | 517 | 0.485 |
| after detailed placement | 3840 | 0.000280 | 517 | 0.504 |
| after CTS | 3980 | 0.000493 | 525 | 0.523 |
| after global routing | 3980 | 0.000506 | 525 | 0.542 |
| final | 3980 | 0.000486 | 525 | 0.517 |
-- power by group --
group	internal, W	total, W	switching [W]	leakage, nW
clock network	0.000123	0.000211	0.0000883	0.0644
logic	0.00000556	0.0000150	0.00000948	1.13
registers	0.000257	0.000259	0.00000189	0.687
total	0.000386	0.000486	0.0000996	1.89
-- cell type report --
type,count,area [µm²]
Fill cell,605,2970
Sequential cell,51,1280
Clock buffer,5,68.8
Inverter,35,131
Multi-Input combinational cell,330,2270
Timing Repair Buffer,5,42.5
Clock inverter,3,67.6
Tap cell,96,120
-- layout by cell type, fill, tap and decap left out, types with 11 or more instances in the layout --
cell | Yosys | routed
xnor2_1 | 14 | 14
a21oi_1 | 31 | 31
a21o_1 | 14 | 14
conb_1 | 1 | 11
nand2_1 | 39 | 39
ha_1 | 48 | 48
dfrtp_1 | 51 | 51
nand3_1 | 11 | 11
o21ai_0 | 13 | 13
xor2_1 | 21 | 21
o21ai_1 | 20 | 20
nor2_1 | 28 | 28
inv_1 | 35 | 34
-- cells by family after synthesis --
logic type | share of synthesized area
and+or+nand+nor | 0.166
AOI/OAI and AO/OA | 0.176
DFF | 0.347
adders and majority gates | 0.169
buffers and inverters | 0.0453
xor gates and xnor gates | 0.0834
muxes | 0.0119
other | 0.00102
-- metal layers --
metal	share of wire	wire length, µm
met2	0.41	2900
met5	0	0
met3	0.036	261
met1	0.55	3940
met4	0.0078	56
-- registers in the layout, indices dropped and copies added, names as in the netlist --
signal / flops
flag: 1
cnt2: 25
cnt1: 25
-- worst max-delay path, stage by stage, from the launching register on --
cell             delay (ns)
dfrtp_1                0.40
inv_1                  0.07
ha_1                   0.29
a21o_1                 0.18
a21o_1                 0.17
a21oi_1                0.15
o21ai_0                0.10
a21o_1                 0.18
a221o_1                0.35
a211o_1                0.30
clkdlybuf4s50_1        0.40
-- worst paths after layout --
check	startpoint	endpoint	slack, ns	cells after the start
setup / recovery	cnt2[10]$_DFFE_PP0P_	led	3.59	10
hold / removal	cnt2[24]$_DFFE_PP0P_	cnt2[24]$_DFFE_PP0P_	0.52	1
setup reg to reg	flag$_DFFE_PP0P_	cnt2[23]$_DFFE_PP0P_	4.91	11
hold reg to reg	cnt2[24]$_DFFE_PP0P_	cnt2[24]$_DFFE_PP0P_	0.52	1
max in group asynchronous	real_rst	cnt1[10]$_DFF_PP0_	5.86	3
min in group asynchronous	real_rst	cnt1[22]$_DFF_PP0_	1.79	3
Power is estimated from default activity; no workload was simulated.
