==> config.mk <==
export PLATFORM = sky130hd
export DESIGN_NAME = brook
export DESIGN_NICKNAME = brook
export VERILOG_FILES = /design/flow/design.v
export SDC_FILE = /design/flow/constraint.sdc
export NUM_CORES = 4
export LEC_CHECK = 1
export CORE_AREA = 10 10 113 113
export DIE_AREA = 0 0 123 123
==> constraint.sdc <==
current_design brook

set clk_period 3.2
set clk_io_pct 0.2

create_clock -name clk0 -period $clk_period [get_ports {clk_50m}]

set non_clock_inputs [all_inputs -no_clocks]
set_input_delay [expr $clk_period * $clk_io_pct] -clock clk0 $non_clock_inputs
set_output_delay [expr $clk_period * $clk_io_pct] -clock clk0 [all_outputs]
==> design.v <==
module brook(clk_50m, button, switch, led, digit_seg, digit_cath, rgb_led1, rgb_led2);
input clk_50m;         
input [1:0] button;    
input [7:0] switch;    
output reg [7:0] led;  
output reg [7:0] digit_seg;  
output [1:0] digit_cath;     
output reg [2:0] rgb_led1;   
output reg [2:0] rgb_led2;   
reg [31:0] div_count;   
reg cathode_sel;  
wire [7:0] digit_display;  
wire [3:0] digit;  
wire reset;   
wire clk_de;  
assign reset = button[0];   
assign clk_de = button[1];  
assign digit_display = switch;  
always @(posedge clk_50m, posedge reset)  
begin
    if(reset)   
        div_count <= 0;
    else
    begin
        if(!clk_de)  
            div_count <= div_count + 1;
        else
            div_count <= div_count;
    end
end
always @(*) 
begin
    case (digit)
        4'h0:   digit_seg <= 8'b11111100;  
        4'h1:   digit_seg <= 8'b01100000;  
        4'h2:   digit_seg <= 8'b11011010;
        4'h3:   digit_seg <= 8'b11110010;
        4'h4:   digit_seg <= 8'b01100110;
        4'h5:   digit_seg <= 8'b10110110;
        4'h6:   digit_seg <= 8'b10111110;
        4'h7:   digit_seg <= 8'b11100000;
        4'h8:   digit_seg <= 8'b11111110;
        4'h9:   digit_seg <= 8'b11110110;
        4'hA:   digit_seg <= 8'b11101110;  
        4'hB:   digit_seg <= 8'b00111110;
        4'hC:   digit_seg <= 8'b10011100;
        4'hD:   digit_seg <= 8'b01111010;
        4'hE:   digit_seg <= 8'b10011110;
        4'hF:   digit_seg <= 8'b10001110;  
    endcase
end
always @(posedge div_count[10], posedge reset)
begin
	if(reset)
		cathode_sel <= 0;
	else
	begin
		cathode_sel <= ~cathode_sel;
	end
end
assign digit_cath = {cathode_sel, ~cathode_sel};  
assign digit = cathode_sel ? digit_display[7:4] : digit_display[3:0];
always @(posedge div_count[24], posedge reset)
begin
	if(reset)
	begin
		rgb_led1 <= 3'b110;
		rgb_led2 <= 3'b011;
	end
	else
	begin
		rgb_led1 <= {rgb_led1[1:0], rgb_led1[2]};
		rgb_led2 <= {rgb_led2[1:0], rgb_led2[2]};
	end
end
always @(posedge div_count[22], posedge reset)
begin
	if(reset)
		led <= 8'b10101010;
	else
	begin
		led <= ~led;
	end
end
endmodule
==> run.sh <==
#!/bin/bash
# OpenROAD 26Q1-2900-gdf79404cd8, Yosys 0.63+post, stock flow scripts
make -C /OpenROAD-flow-scripts/flow DESIGN_CONFIG=/design/flow/config.mk WORK_HOME=/design/flow/orfs finish
==> out/qor.yml <==
stdcell_count: 337
worstPathBufferInverterCount: 3
crit_chain: "clkdlybuf4s50_1, mux2i_1, inv_1, ha_1, nor2_1, a211oi_1, a21oi_1, clkdlybuf4s50_1"
top_cell_area_share_pct: 43.7
ys_top_logic_family: "simple AND/OR/NAND/NOR gates"
clock_latency_ns: 0.26
antenna_found_initial: 0
leakage_nw: 1.00
muxShareOfSynthArea_pct: 4.03
crit_family: "buffers and inverters"
status: "finished, final reports clean"
core-area_mm2: 0.0103
critPathKind: "in2out"
ir_drop_mv: 0.148
untimed_endpoints: 31
area_growth_pct: 31.7
ys_sh_aoi_pct: 3.89
start_kind: "input port"
worstPathMaxFanout: 3
xor_area_share_pct: 11.5
async_reset_ff_share_pct: 100
lay_top_count: "clkdlybuf4s50_1"
grt_pass1_wl_um: 5730
cts_tree: "built"
flop_cell: "dfrtp_1"
seqCellArea_mm2: 0.00101
cp_common_cell: "clkdlybuf4s50_1"
area_leaders: "dfrtp_1 44%, dfstp_2 11%, xnor2_1 9.1%"
drv_cap: 0
wl_um: 3290
grt_pass1_vias: 1229
fillCellCount: 1085
vias_per_cell: 3.71
synth-cells-yosys: 160
grt-ovfl-total: 0
grt_usage_pct: 4.35
synth.cellmix.simpleShare_pct: 16.1
timing.final.crit_share_pct: 95.2
post-place-cells: 332
fa_ha_area_share_pct: 5.46
warnings: 31
min_period_ns: 3.05
top_area_cell: "dfrtp_1"
finalHoldViolCount: 0
drt-initial-drc-count: 41
synth_area_per_cell_um2: 11.5
antenna_left: 0
die_h_um: 123
clock_skew_ns: 0.00118
syn-instance-count: 160
worstPathArrival_ns: 2.41
route.detailed.drc: 0
max_clock_freq_mhz: 328
ys_chip_area_mm2: 0.00183
first_pass_iters: 4
vias: 1249
endpoint_kind: "output pin"
routabilityCongestion: 0.843
cp_data_required_time_ns: 2.56
wl_per_cell_um: 9.77
unclocked_pins: 15
ys_ff: 40
grt_max_degree: 41
power_mw: 0.746
setup_viol: 0
tightest_slew_ns: 0.701
hold_buffers: 0
min_path_type: "reg2reg"
n_antenna_cell: 0
synth-edff-count: 0
logic_area_um2: 757
cp_slowest_cell: "clkdlybuf4s50_1"
rows: 37
relSlewSlack_pct: 52.9
io_pins: 35
power_density_mw_per_mm2: 309
cts_made_buffers: 3
drive_above_1_share_pct: 12.9
place_hpwl_um: 2590
clockBufferDepth: 2
cts-htree-levels: 1
cts_root_buf: "clkbuf_8"
synth_seq_share_pct: 55.2
synth_warnings: 1
chip_area_mm2: 0.0151
netlist_area_mm2: 0.00183
die_w_um: 123
slew_viol_final: 0
fin_hold_ws_ns: 0.471
portBuffers: 33
core_util_floorplan_pct: 17.8
final_cell_mix: "33 x clkdlybuf4s50_1, 32 x dfrtp_1, 19 x xnor2_1"
synth_cell_types: 30
clk_pin_slew_ns: 0.08
cpPeakStageDelay_ns: 0.49
-- logic make-up (layout without fill, tap and decap cells) --
kind of cell | Yosys count | in the layout
buffers and inverters | 16 | 57
and+or+nand+nor | 52 | 52
other | 1 | 1
muxes | 7 | 7
DFF | 40 | 40
AOI/OAI and AO/OA | 12 | 12
xor gates and xnor gates | 24 | 24
adders and majority gates | 8 | 8
-- flip-flops by register name, indices dropped and copies added, names as in the netlist --
signal and flops:
led 8, cathode_sel 1, rgb_led1 3, rgb_led2 3, div_count 25
-- cells in the mapped netlist, types with 2 or more instances --
library cell and number:
a211oi_1 2, a21oi_1 5, and3_1 3, and4_1 2, buf_4 2, dfrtp_1 32, dfstp_2 8, ha_1 8
inv_1 13, mux2_2 3, mux2i_1 4, nand2_1 9, nand3_1 10, nand4_1 6, nor2_1 12, nor3_1 4
o21ai_0 2, xnor2_1 19, xor2_1 5
-- layout make-up --
class,instances,area share [%]
inverters,13,2.02
well taps,136,7.05
repair buffers,40,15.9
multi-input cells,104,31.3
clock buffers,4,1.87
flip-flops and latches,40,41.9
-- metal layers --
metal	share of wire [%]	global-route usage (%)
met3	4.3	0.463
met5	0	0
met4	1.4	0.655
met1	47	5.89
met2	47	7.53
-- report_power, final --
part / leakage (nW) / total (mW) / internal [mW] / switching (mW)
clock: 0.0228 / 0.181 / 0.0888 / 0.0927
sequential: 0.521 / 0.414 / 0.358 / 0.0559
combinational: 0.458 / 0.151 / 0.0865 / 0.0640
-- metrics by stage --
step | area, um^2 | setup TNS, ns | setup slack, ns | util, %
global placement | 2360 | 0 | 0.116 | 22.9
detailed placement | 2360 | 0 | 0.0958 | 22.9
CTS | 2400 | 0 | 0.0903 | 23.3
finish | 2410 | 0 | 0.155 | 23.4
floorplan | 1830 | 0 | 0.982 | -
global route | 2410 | -0.00461 | -0.00266 | 23.4
-- worst paths after layout --
kind	startpoint	cells after the start	endpoint	slack (ns)
setup / recovery	switch[4]	8	digit_seg[6]	0.15
hold / removal	div_count[21]	1	div_count[21]	0.47
min in group asynchronous	button[0]	3	div_count[21]	0.79
hold reg to reg	div_count[21]	1	div_count[21]	0.47
max in group asynchronous	button[0]	3	div_count[1]	2.07
setup reg to reg	div_count[4]	4	div_count[23]	1.47
-- timing repair --
item,CTS,global route
gates resized,0,2
buffers inserted,0,1
setup endpoints to repair,0,3
-- worst reg2reg max path: stages (launching register included) --
cell     delay (ns)
dfrtp_1        0.43
nand4_1        0.19
nor4_1         0.64
nand4_1        0.20
xnor2_1        0.17
No activity file was given, so power comes from the tool's default toggle rates.
