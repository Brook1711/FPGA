===== design/flow/config.mk =====
export PLATFORM = sky130hd
export DESIGN_NAME = seg_scan
export DESIGN_NICKNAME = seg_scan
export VERILOG_FILES = /design/flow/design.v
export SDC_FILE = /design/flow/constraint.sdc
export NUM_CORES = 4
export LEC_CHECK = 1
export CORE_AREA = 10 10 75 75
export DIE_AREA = 0 0 85 85

===== design/flow/constraint.sdc =====
current_design seg_scan

set clk_period 2.0
set clk_io_pct 0.2

create_clock -name clk0 -period $clk_period [get_ports {clk_50M}]

set non_clock_inputs [all_inputs -no_clocks]
set_input_delay [expr $clk_period * $clk_io_pct] -clock clk0 $non_clock_inputs
set_output_delay [expr $clk_period * $clk_io_pct] -clock clk0 [all_outputs]

===== design/flow/design.v =====
module seg_scan(clk_50M,rst_button, switch, digit_seg, digit_cath);
input clk_50M;  
input rst_button;
input [7:0] switch;
output reg [7:0] digit_seg;  
output [1:0] digit_cath;  
wire reset;  
assign reset = rst_button;
reg [31:0] div_count;
always @(posedge clk_50M,posedge reset)
begin
    if(reset)
        div_count <= 0;    
    else
        div_count <= div_count + 1;
end
wire [7:0] digit_display;
assign digit_display = switch;
wire [3:0] digit;
always @(*)       
begin
    case (digit)
        4'h0:  digit_seg <= 8'b11111100;  
        4'h1:  digit_seg <= 8'b01100000;   
        4'h2:  digit_seg <= 8'b11011010;
        4'h3:  digit_seg <= 8'b11110010;
        4'h4:  digit_seg <= 8'b01100110;
        4'h5:  digit_seg <= 8'b10110110;
        4'h6:  digit_seg <= 8'b10111110;
        4'h7:  digit_seg <= 8'b11100000;
        4'h8:  digit_seg <= 8'b11111110;
        4'h9:  digit_seg <= 8'b11110110;
        4'hA:  digit_seg <= 8'b11101110;
        4'hB:  digit_seg <= 8'b00111110;
        4'hC:  digit_seg <= 8'b10011100;
        4'hD:  digit_seg <= 8'b01111010;
        4'hE:  digit_seg <= 8'b10011110;
        4'hF:  digit_seg <= 8'b10001110;
    endcase
end
reg segcath_holdtime;
always @(posedge div_count[10], posedge reset)
begin
if(reset)
     segcath_holdtime <= 0;
else
     segcath_holdtime <= ~segcath_holdtime;
end
assign digit_cath ={segcath_holdtime, ~segcath_holdtime};
assign digit =segcath_holdtime ? digit_display[7:4] : digit_display[3:0];
endmodule

===== design/flow/run.sh =====
#!/bin/bash
# OpenROAD 26Q1-2900-gdf79404cd8, Yosys 0.63+post, stock flow scripts
make -C /OpenROAD-flow-scripts/flow DESIGN_CONFIG=/design/flow/config.mk WORK_HOME=/design/flow/orfs finish

==> qor.yml <==
worst_slack_ps: -73.58
io_pins: 20
comb_power_share_pct: 26.8
drv_cap: 0
worstSetupStartpoint: "switch[0]"
fmax_mhz: 482.3
area_growth_pct: 69.86
hold_buffers: 0
period_used_pct: 103.7
wl_per_cell_um: 12.74
synthCells: 75
p_sw_share_pct: 24.40
drive_above_1_share_pct: 52.54
core_area_sq_mm: 0.004058
cp.required_ps: 1600
synthesis.area_sq_um: 822.0
ys_seq_elements: 12
grt_overflow: 0
grt_pass1_wl_um: 3608
die_y_um: 85
place.gp.congestion: 0.7754
placementRows: 23
hold_viol_final: 0
p_per_area_mw_per_mm2: 429.8
worst_r2r_startpoint: "div_count[0]$_DFF_PP0_"
untimed_endpoints: 3
wl_um: 2141
run_status: "complete, but fails checks"
cts_tree: "done"
pre_cts_slack_ps: -833.0
cp.arrival_ps: 1670
viasPerCell: 4.256
p_leak_nw: 0.6086
final_antenna_net_count: 0
clock_path_buffers: 2
cts_max_level: 1
fin_area_sq_mm: 0.001396
numPortBuffers: 18
drc_errors: 0
seq_power_share_pct: 37.2
synth_seq_share_pct: 36.53
peakVddDrop_mv: 0.3492
first_global_vias: 731
maxSlewHeadroom_pct: 61.12
clockRootBuffer: "clkbuf_8"
syn_area_per_cell_sq_um: 10.96
drt_iter0_drc: 12
clk_latency_ps: 240
dpl_cell_area_sq_mm: 0.001125
slew_violations: 0
num_vias: 715
firstDrtPassIters: 4
async_reset_ff_share_pct: 100.0
unclocked_regs: 1
hp-class: "in -> async"
ys.flop_type: "dfrtp_1"
dp.cells: 152
edf_count: 0
synth_cell_types: 27
fin_skew_ps: 3.371
period_needed_ps: 2074
ys_warn_count: 1
switchingPower_uw: 146.5
rsz0062_at_grt: "true"
diodes: 0
instances_no_fill: 168
chipArea_sq_mm: 0.007225
worst_slew_pin_slew_ps: 583.2
setup_viol: 1
p_int_uw: 453.7
grt_max_degree: 13
p_clk_share_pct: 36.1
cts_buffers: 3
violations: "negative setup slack"
fp-utilization_pct: 20.26
critPathKind: "in -> out"
ys_area_sq_um: 822.0
crit_fanout: 3
clk_pin_slew_ps: 50
warnings: 33
antenna_found_initial: 0
end_kind: "primary output"
dp_hpwl_um: 1419
start_kind: "input port"
yosys_cells: 75
track_usage_pct: 5.722
die_w_um: 85
## per-stage QoR
| step | TNS, ps | power (mW) | hold WS, ps | util [%] |
|---|---|---|---|---|
| detailed placement | -5203 | 0.3468 | 463.2 | 27.72 |
| floorplan | 0 | 0.2746 | 264.7 | - |
| global route | -156.1 | 0.6337 | 488.7 | 34.41 |
| CTS | -10.98 | 0.5985 | 466.6 | 34.01 |
| finish | -73.58 | 0.6002 | 455.3 | 34.41 |
| global placement | -4978 | 0.3455 | 455.9 | 27.72 |
## layout by cell type (no fill, tap or decap), types with 2 or more instances in the layout
cell type	Yosys	routed
ha_1	8	2
mux2i_1	4	2
buf_2	0	7
a31oi_1	2	2
inv_1	8	3
dlygate4sd2_1	0	3
clkdlybuf4s50_1	0	3
buf_6	2	13
nand4_1	4	4
dfrtp_1	12	12
xnor2_1	9	9
a22oi_2	0	2
clkbuf_8	0	3
and3_1	2	2
nand3_1	4	4
inv_2	0	4
mux2i_4	1	4
ha_4	0	6
mux2_4	1	2
buf_4	2	16
## sequential cells by signal, summed over array words and instances (netlist names)
name / cells
div_count: 11
segcath_holdtime: 1
## synthesized netlist by cell type (all sizes together), types with 2 or more instances
master / count / area (sq um)
ha: 8 / 100.1
nand4: 4 / 25.02
inv: 8 / 30.03
nand3: 4 / 20.02
xnor2: 9 / 78.83
dfrtp: 12 / 300.3
and3: 2 / 12.51
a31oi: 2 / 12.51
nor3: 2 / 10.01
buf: 4 / 37.53
mux2: 2 / 26.27
a22oi: 2 / 15.01
mux2i: 6 / 76.32
## layer usage
metal	vias up	track usage [%]	wire length [um]
met1	350	7.343	957
li1	344	-	-
met4	0	0.7485	15
met3	2	1.445	137
met5	-	0	0
met2	19	9.673	1030
## timing repair
| action | in CTS | in global routing |
|---|---|---|
| gates cloned | 1 | 0 |
| setup endpoints to repair | 7 | 6 |
| pin swaps | 8 | 3 |
| gates resized | 74 | 7 |
| setup buffers | 13 | 1 |
## cell families (layout without fill, tap and decap cells)
logic type                 Yosys count  after routing  share of synthesized area [%]
and+or+nand+nor                     16             16                          10.96
DFF                                 12             12                          36.53
buffers and inverters               12             55                          8.219
xor gates and xnor gates            10             10                          10.66
muxes                                9              9                          15.22
adders and majority gates            8              8                          12.18
AOI/OAI and AO/OA                    7              7                          5.783
other                                1              1                         0.4562
## power by group through the flow
stage	Sequential [mW]	Clock, mW	Combinational [mW]
final	0.223	0.216	0.161
after global routing	0.223	0.236	0.175
after CTS	0.223	0.223	0.153
## critical path: stages
cell and delay, ps:
buf_6 100, mux2i_4 190, inv_2 90, buf_6 120, ha_4 140, mux4_2 480
inv_2 60, buf_2 90
## path summary, 6_finish.rpt
path / slack, ps / depth (start not counted) / to
max: -70 / 8 / digit_seg[4]
min: 460 / 2 / div_count[1]$_DFF_PP0_
max reg2reg: 860 / 3 / div_count[8]$_DFF_PP0_
min reg2reg: 470 / 1 / div_count[9]$_DFF_PP0_
max in group asynchronous: 1250 / 2 / div_count[5]$_DFF_PP0_
min in group clk0: 470 / 1 / div_count[9]$_DFF_PP0_
## cell type report
class                      count  area [sq um]
clock buffer                   3         41.29
timing repair buffer          43         367.9
inverter                       8         32.53
tap                           50         62.56
fill                         374          2661
multi-input combinational     51         586.8
sequential                    12         300.3
clock inverter                 1         5.005
Power is estimated from default activity; no workload was simulated.
